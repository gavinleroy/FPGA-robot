===== flow/design.v =====
`timescale 1ns / 1ps
module ClockDivider(
    input clkin,
	 output reg clkout
	 );
	 reg [25:0] count;
	 initial begin
		count = 0;
		clkout = 0;
	 end
	 always @(posedge clkin) begin
		if (count == 26'd50) begin
			count <= 0;
			clkout <= ~clkout;
		end
		else begin
			count <= count + 1;
		end
end		
endmodule
`timescale 1ns / 1ps
module doubleMotor(
	input clk,
	input forward,
	input turnLeft,
	input turnRight,
	input tooClose,
	output pulseLeft,
	output pulseRight,
	output reg startCount
    );
	 reg turnForwardL;
	 reg turnForwardR;
	 reg turnBackwardL;
	 reg turnBackwardR;
	 reg [31:0] countIt;
	 initial begin
		startCount <= 0; 
	 end 
	always @(posedge clk)begin
		if (startCount == 1)begin
				countIt <= countIt + 1;
			end 
			else begin
				countIt <= 32'd0;
			end 
	end 
	 always @(posedge clk)begin
		if (countIt == 32'd600000 || (countIt > 32'd600000 && tooClose == 0))begin
			startCount <= 0;
		end 
		if (tooClose == 1 || (countIt < 32'd600000 && startCount == 1))begin
			turnBackwardL <= 0;
			turnBackwardR <= 0;
			turnForwardL <= 1;
			turnForwardR <= 1;
			startCount <= 1;
		end 
		else if(turnLeft == 1 && startCount == 0)begin
			turnBackwardL <= 0;
			turnBackwardR <= 0;
			turnForwardL <= 1;
			turnForwardR <= 1;
		end 
		else if(forward && startCount == 0)begin
			turnForwardL <= 0;
			turnBackwardR <= 0;
			turnBackwardL <= 1;
			turnForwardR <= 1;
		end 
		else if(turnRight == 1 && startCount == 0)begin
			turnForwardL <= 0;
			turnForwardR <= 0;
			turnBackwardL <= 1;
			turnBackwardR <= 1;
		end 
		else begin
			turnBackwardL <= 0;
			turnBackwardR <= 0;
			turnForwardL <= 0;
			turnForwardR <= 0;
		end 
	 end
	motot_top leftWheel(
		.clk(clk),
		.forward(turnForwardL),
		.backward(turnBackwardL),
		.signal(pulseLeft)
	);
	motot_top rightWheel(
		.clk(clk),
		.forward(turnForwardR),
		.backward(turnBackwardR),
		.signal(pulseRight)
	);
endmodule
`timescale 1ns / 1ps
module doubleMotor_top(
	input clk,
	input forward,
	input turnLeft,
	input turnRight,
	output pulseLeft,
	input tooClose,
	output pulseRight,
	output turning
    );
	 doubleMotor bothWheels(
		.clk(clk),
		.pulseLeft(pulseLeft),
		.pulseRight(pulseRight),
		.forward(forward),
		.turnLeft(turnLeft),
		.turnRight(turnRight),
		.tooClose(tooClose),
		.startCount(turning)
	 );
endmodule
`timescale 1ns / 1ps
module motorMain(
	input clk,
	input backward,
	input forward,
	output reg pulseHigh
    );
	 reg [15:0] count;
	 initial begin
		pulseHigh = 0;
		count = 16'd0;
	 end	
	 always @(posedge clk)begin
		count <= count + 1;
			if (forward == 1 && backward == 0)begin
				if (count == 16'd300 && pulseHigh == 1)begin
					pulseHigh <= 0;
					count <= 16'd0;
				end 
				else if(count == 16'd20000 && pulseHigh == 0)begin
					pulseHigh <= 1;
					count <= 16'd0;
				end 
			end 
			else if(backward == 1 && forward == 0)begin
				if(count == 16'd700 && pulseHigh == 1)begin
					pulseHigh <= 0;
					count <= 16'd0;
				end 
				else if(count == 16'd20000 && pulseHigh == 0) begin
					pulseHigh <= 1;
					count <= 16'd0;
				end 
			end
			else begin
				if (count == 16'd500 && pulseHigh == 1)begin
					pulseHigh <= 0;
					count <= 16'd0;
				end 
				else if(count == 16'd20000 && pulseHigh == 0) begin
					pulseHigh <= 1;
					count <= 16'd0;
				end 
			end
	 end
endmodule
`timescale 1ns / 1ps
module motot_top(
	input clk,
	input forward,
	input backward,
	output signal
	);
	motorMain lolThisMotor(
		.clk(clk),
		.backward(backward),
		.forward(forward),
		.pulseHigh(signal)
	);
endmodule
`timescale 1ns / 1ps
module photoResistor(
	input a,
	output dark
    );
	nand myNand(dark, a, a);
endmodule
`timescale 1ns / 1ps
module robot_Top(
	input clk,
	input echo,
	input ir,
	output trigger,
	input lightDetector,
	output [6:0] disp,
	output [3:0] an,
	output echoPulse,
	output speaker,
	output pulseLeft,
	output pulseRight
    );
	 wire isDark;
	 wire turningW;
	 wire clseW;
	 wire leftW;
	 wire rightW;
	 wire forwardW;
	 wire newClk;
	 ClockDivider heartBeat(
		.clkin(clk),  
		.clkout(newClk)  
	 );
	 sensor_top theEyes(
		.clk(newClk),  
		.myOutput(clseW),  
		.led3(echoPulse),  
		.echo(echo),  
		.disp(disp),  
		.an(an),  
		.trigger(trigger)  
	 );
	 top theBrains(
		.ir(ir),
		.clkin(clk),  
		.up(forwardW),  
		.right(rightW),  
		.left(leftW)  
	 );
	 doubleMotor_top theLegs(
		.clk(newClk),  
		.forward(forwardW),  
		.turnLeft(leftW),  
		.turnRight(rightW),  
		.pulseLeft(pulseLeft),  
		.pulseRight(pulseRight),  
		.tooClose(clseW), 
		.turning(turningW)  
	 );
	 photoResistor theCornea(
		.a(lightDetector),  
		.dark(isDark)  
	 );
	 topSpeaker theVoice(
		.clk(clk),  
		.pizo(speaker),  
		.soundOn(turningW || isDark)  
	 );
endmodule
`timescale 1ns / 1ps
module sensorTwoBlock(
	input clk,
	input echo,
	output reg trigger,
	output led3,
	output reg led
    );
			reg [31:0] count;
			reg [15:0] countAlways;	
			assign led3 = echo;
			initial begin
				count = 32'd0;
				trigger = 0;
				countAlways = 16'd0;
				led = 0;
			end
			always @(posedge clk)begin
				countAlways <= countAlways + 1;
				count <= count + 1;
				if(countAlways == 16'd10 && trigger == 1)begin
					trigger = 0;
					count <= 32'd0;
				end
				else if(countAlways == 16'd60000 && trigger == 0)begin
					countAlways <= 16'd0;
					trigger = 1;
				end
			end
			always @(negedge echo)begin 
					if (count < 32'd1044) begin
						led = 1;
					end 
					else if(count > 32'd11600)begin
						led = 0;
					end 
					else begin
						led = 0;
					end 
			end
endmodule
`timescale 1ns / 1ps
module sensor_top(
	input clk,
	output myOutput,
	output led3,
	input echo,
	output [6:0] disp,
	output [3:0] an,
	output trigger
    );
	 wire connectDisplay;
	 assign myOutput = connectDisplay;
	 sensorTwoBlock twoBlock(
		.clk(clk),
		.led(connectDisplay),
		.led3(led3),
		.echo(echo),
		.trigger(trigger)
	 );
	 sevenSegmentCLSFAR display(
		.clk(clk),
		.led(connectDisplay),
		.an(an),
		.disp(disp)
	 );
endmodule
`timescale 1ns / 1ps
module sevenSegmentCLSFAR(
		input clk,
		input led,
		output reg [6:0] disp,
		output reg [3:0] an
    );
	 reg [1:0] count;
	 parameter 
		C = 7'b1000110,
		L = 7'b1000111,
		S = 7'b0010010,
		E = 7'b0000110,
	 nothing = 7'b1111111;
	 initial begin
		disp <= nothing;
		an <= 4'b1111;
		count <= 2'b00;
	 end
	 always @(posedge clk)begin
		count <= count + 1;
	 end  
	 always @(posedge clk)begin
		if (led == 1)begin
			case(count)
			2'b00:begin 
				disp <= E;
				an <= 4'b0111;
			end 
			2'b01: begin
				disp <= C;
				an <= 4'b1110;
			end
			2'b10: begin
				disp <= L;
				an <= 4'b1101;
			end
			2'b11: begin
				disp <= S;
				an <= 4'b1011;
			end
		endcase
		end  
		else begin
			disp <= nothing;
			an <= 4'b1111; 
		end  
	 end  
endmodule
`timescale 1ns / 1ps
module top(ir, clkin, up, right, left);
input ir;
input clkin;
output reg up;
output reg right;
output reg left;
reg [25:0] count;
reg [25:0] irCount;
initial begin
		 irCount = 0;
		 count = 0;
		 up = 0;
		 left = 0;
		 right = 0;
end
always @ (posedge clkin) begin
	if (count == 26'd25000000) begin
		count <= 0;
		if (~ir) begin
			irCount <= irCount + 1;
		end
		if (irCount >= 26'd6700000) begin
			up <= 0;
			left <= 1;
			right <=0;
			irCount <= 0;
		end
		else if (irCount >= 26'd6500000) begin
			up <= 0;
			left <= 0;
			right <=1;
			irCount <= 0;
		end
		else if (irCount >= 26'd5000000) begin 
			up <= 1;
			left <= 0;
			right <=0;
			irCount <= 0;
		end
		else begin
			up <= 0;
			left <= 0;
			right <=0;
			irCount <= 0;
		end
	end
	else begin
		if (~ir) begin
			irCount <= irCount + 1;
		end
		count <= count + 1;
	end
end
endmodule
`timescale 1ns / 1ps
module topSpeaker(clk, pizo, soundOn);
input clk;
input soundOn;
output reg pizo;
reg [25:0] count;
initial begin
	count = 0;
	pizo = 0;
end
always @ (posedge clk) begin
	if (soundOn) begin
		if (count == 26'd25000) begin
			count <= 0;
			pizo <= ~pizo;
		end
		else begin
			count <= count + 1;
		end
	end
end		
endmodule

===== flow/run.sh =====
#!/bin/bash
# OpenROAD 26Q1-2900-gdf79404cd8, Yosys 0.63+post, stock flow scripts
make -C /OpenROAD-flow-scripts/flow DESIGN_CONFIG=/design/flow/config.mk WORK_HOME=/design/flow/orfs finish

===== flow/config.mk =====
export PLATFORM = sky130hd
export DESIGN_NAME = robot_Top
export DESIGN_NICKNAME = robot_Top
export VERILOG_FILES = /design/flow/design.v
export SDC_FILE = /design/flow/constraint.sdc
export NUM_CORES = 4
export LEC_CHECK = 1
export CORE_UTILIZATION = 40

===== flow/constraint.sdc =====
current_design robot_Top

set clk_period 6.3
set clk_io_pct 0.2

create_clock -name clk0 -period $clk_period [get_ports {clk}]
create_clock -name clk1 -period $clk_period [get_ports {echo}]

set non_clock_inputs [all_inputs -no_clocks]
set_input_delay [expr $clk_period * $clk_io_pct] -clock clk0 $non_clock_inputs
set_output_delay [expr $clk_period * $clk_io_pct] -clock clk0 [all_outputs]

==> results.ini <==
[clock_tree]
cts_resized=0
cts_tree=done
cts_hold_buf=0
clk_pin_slew_ns=0.07
cts_setup_buffers=0

[place]
hpwl_um=12600
gp_congestion=0.859
io_buffers=17
dpl_cell_area_um2=11400

[drt]
insertedDiodeCount=0
antenna_left=0
drc=0
dr.pass1.iters=4
viasPerCell=5.04
drt-total-wl_um=18200
vias=7742
wl_per_cell_um=11.8
drt_iter0_drc=367

[logic_synthesis]
async_flop_share_pct=0
yosysWarningCount=7
yosysTopAreaCellShare_pct=38.4
top_cell=dfxtp_1
netlist_top_cells_count=dfxtp_1, nor2_1, nand2_1
yosysSeqAreaShare_pct=46.9
synth_area_um2=10900
edf_count=31
yosys_cells=1182
netlist-cell-type-count=62
avgSynthCellArea_um2=9.23
synth_top_flop_cell=dfxtp_1
top_cells_by_area=dfxtp_1, edfxtp_1, xnor2_1
yosys_area_um2=10900
post-synth-top-area-cell=dfxtp_1
ys_ff=240
netlist_instances=1182

[layout]
drive_above_1_share_pct=4.44
design_area_um2=11900
syn_to_final_growth_pct=8.95

[timing]
unclocked_regs=130
slew_violations=0
clock_skew_ns=0.0104
rsz0062_at_grt=false
setup_viol=0
tns_ns=0
hold_viol=0
max_slew_margin_pct=36.0
tightestPinTransition_ns=0.952
untimed_endpoints=144

[die]
die_area_um2=27900
coreArea_um2=26900
rows=60
dieWidth_um=167
fp_util_pct=40.6
ioPinCount=20
dieHeight_um=167

[critical_path]
worstSetupPathType=clk -> out
r2r_slack_ns=3.91
cp.depth=3
critPathMaxStageDelay_ns=0.40
critPathTopFamily=buffers and inverters
worst-r2r-cell-count=7
crit_fanout=2
crit_path_end_kind=output port
worst_path_most_repeated_cell=clkbuf_16
slowest_stage=clkdlybuf4s50_1
cp.buffers_inverters=3
cp.required_ns=5.04
crit_chain=clkbuf_16 -> clkbuf_16 -> clkdlybuf4s50_1
r2r_end=theBrains.count[14]
timing.rr.start=theBrains.count[15]
worstSetupStartpointType=clock port
critPathArrivalTime_ns=3.79

[global_route]
grt_usage_pct=13.8
grt_max_degree=68
grt_pass1_wl_um=32400
grt_pass1_vias=7101
antenna_found_initial=0
grt-ovfl-total=0

[min_path]
hold_depth=1
hold_class=reg -> reg
hp-start=theBrains.count[25]
worstHoldEndpoint=theBrains.count[25]

[run_status]
status=finished, final reports clean

[power]
leakagePower_nw=4.37
powerDensity_nw_per_um2=139
ir_worst_vdd_v=0.000166

[flow_run]
warning_count=43
max_cap_violations=0

[where the power goes]
group	switching (W)	internal (W)
Clock	0.000273	0.000507
Combinational	0.0000362	0.0000342
Sequential	0.0000398	0.000762
Total	0.000349	0.00130
[layer usage]
metal	global-route usage [%]	vias up	wire length, um
met5	0	-	0
met2	21.7	67	7900
met1	22.0	3570	9720
met3	1.28	14	335
li1	-	4091	-
met4	1.52	0	194
[final cells by class]
type / instances / area, um2
Clock buffer: 18 / 414
Sequential cell: 240 / 5110
Tap cell: 341 / 427
Timing Repair Buffer: 26 / 235
Clock inverter: 5 / 62.6
Fill cell: 2571 / 15000
Inverter: 47 / 176
Multi-Input combinational cell: 859 / 5460
[state kept, by name (all words and copies together) (netlist names), 2 cells and up]
signal	count
heartBeat.count	26
theLegs.bothWheels.countIt	32
theBrains.count	26
theEyes.twoBlock.count	32
theEyes.display.disp	4
theEyes.display.count	2
theLegs.bothWheels.leftWheel.lolThisMotor.count	16
theVoice.count	26
theEyes.twoBlock.countAlways	16
theLegs.bothWheels.rightWheel.lolThisMotor.count	16
theBrains.irCount	26
theEyes.display.an	4
[worst reg2reg max path: cells and delay by family (launching register included)]
kind                   cells  cell delay [ns]
AND-OR/OR-AND              2             0.36
buffers and inverters      2             0.46
flip-flops                 1             0.37
AND/OR/NAND/NOR            3             1.11
[worst max-delay path by stage]
stage | start | end | slack [ns]
after CTS | echo | echoPulse | 1.24
after global routing | echo | echoPulse | 1.22
final | echo | echoPulse | 1.25
[cell families after synthesis]
group / synth area share, %
AND/OR/NAND/NOR: 28.7
buffers and inverters: 3.17
multiplexers: 0.367
AND-OR/OR-AND: 3.58
other: 0.0344
flip-flops: 46.9
XOR/XNOR: 14.5
adder cells (fa/ha/maj): 2.75
[layout by cell type, fill, tap and decap left out, drive strengths merged, types with 4 or more instances in the layout]
cell / count
edfxtp: 31
ha: 24
nor4: 36
and4: 18
clkdlybuf4s50: 17
or3: 12
nand2b: 5
or2: 4
or4: 12
nand2: 93
and3: 23
clkbuf: 17
nor3: 44
nand4: 55
nand3: 83
xor2: 89
nand4b: 6
nor2: 145
dfxtp: 209
inv: 49
buf: 10
xnor2: 92
mux2i: 4
nor4b: 5
nor2b: 6
o21ai: 21
a21oi: 9
a21boi: 4
and2: 37
[through the flow]
step	worst slack (ns)	total power, W	cells	hold WS (ns)	utilization (%)
after floorplan	1.79	0.000876	1182	0.426	-
after global placement	1.52	0.000900	1515	0.447	42.5
after detailed placement	1.52	0.000900	1515	0.443	42.5
after CTS	1.24	0.00168	1536	0.457	44.2
after global routing	1.22	0.00172	1536	0.485	44.2
final	1.25	0.00165	1536	0.451	44.2
Power and IR drop assume default switching activity.
